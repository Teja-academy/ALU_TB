==> flow/design.v <==
module alu_reg (
  clk,
  reset_n,
  psel,
  penable,
  paddr,
  pwrite,
  pwdata,
  prdata,
  pready
);
  typedef enum {
    IDLE, 
    SETUP, 
    ACCESS
  } APB_STATE_e; 
  input         clk;
  input         reset_n;
  input         psel;
  input  [31:0] paddr;
  input         pwrite;
  input         penable;
  input  [31:0] pwdata;
  output [31:0] prdata;
  output        pready;
  reg [31:0]    prdata;
  reg           pready;
  reg [31:0]    reg1;
  reg [31:0]    reg2;
  reg [31:0]    reg3;
  reg [31:0]    reg4;
  reg           wr_en;
  reg           rd_en;
  wire          reg1_en;
  wire          reg2_en;
  wire          reg3_en;
  wire          reg4_en;
  APB_STATE_e apb_state;
  always @(posedge clk) begin
    if (!reset_n) begin
      wr_en = 0;
      rd_en = 0;
      pready = 0;
      apb_state = IDLE;
    end
    else begin
      case (apb_state)
        IDLE: begin
          wr_en <= 0;
          rd_en <= 0;
          pready <= 0;
          if(psel) begin
            apb_state <= SETUP;
          end
        end
        SETUP: begin
          rd_en <= 0;
          if (psel && penable) begin
            apb_state <= ACCESS;
            if (pwrite) begin
              wr_en <= 1;
            end
          end
          else begin
            apb_state <= IDLE;
          end
        end
        ACCESS: begin
          pready <= 1;
          wr_en <= 0;
          if(pwrite == 0) begin
            rd_en <= 1;
          end
          apb_state <= IDLE;
        end
        default: begin 
          apb_state <= IDLE;
        end
      endcase
    end
  end 
  assign reg1_en  = psel & (paddr == 32'h0000_0010);
  assign reg2_en  = psel & (paddr == 32'h0000_0014);
  assign reg3_en  = psel & (paddr == 32'h0000_0018);
  assign reg4_en  = psel & (paddr == 32'h0000_001c);
  always @(posedge clk or negedge reset_n) begin
    if(!reset_n) begin
      reg1 <= 32'h0;
    end
    else if(wr_en && reg1_en) begin
      reg1 <= pwdata;
    end
  end
  always @(posedge clk or negedge reset_n) begin
    if(!reset_n) begin
      reg2 <= 32'h0;
    end
    else if(wr_en && reg2_en) begin
      reg2 <= {28'h0, pwdata[3:0]};
    end
  end
  always @(posedge clk or negedge reset_n) begin
    if(!reset_n) begin
      reg3 <= 32'h0;
    end
    else if(wr_en && reg3_en) begin
      reg3 <= {pwdata[31:24], 16'h0, pwdata[7:0]};
    end
  end
  always @(posedge clk or negedge reset_n) begin
    if(!reset_n) begin
      reg4 <= 32'h0;
    end
    else if(wr_en && reg4_en) begin
      reg4 <= pwdata;
    end
  end
  always @(*) begin
    if(rd_en) begin
      if(reg1_en) begin
        prdata = reg1;
      end
      else if(reg2_en) begin
        prdata = reg2;
      end
      else if(reg3_en) begin
        prdata = reg3;
      end
      else if(reg4_en) begin
        prdata = 32'h0;
      end
      else begin
        prdata = 32'h0;
      end
    end
  end
endmodule
==> flow/run.sh <==
#!/bin/bash
# OpenROAD 26Q1-2900-gdf79404cd8, Yosys 0.63+post, stock flow scripts
make -C /OpenROAD-flow-scripts/flow DESIGN_CONFIG=/design/flow/config.mk WORK_HOME=/design/flow/orfs finish
==> flow/config.mk <==
export PLATFORM = sky130hd
export DESIGN_NAME = alu_reg
export DESIGN_NICKNAME = alu_reg
export VERILOG_FILES = /design/flow/design.v
export SDC_FILE = /design/flow/constraint.sdc
export NUM_CORES = 4
export LEC_CHECK = 1
export CORE_UTILIZATION = 30
==> flow/constraint.sdc <==
current_design alu_reg

set clk_period 2.5
set clk_io_pct 0.2

create_clock -name clk0 -period $clk_period [get_ports {clk}]

set non_clock_inputs [all_inputs -no_clocks]
set_input_delay [expr $clk_period * $clk_io_pct] -clock clk0 $non_clock_inputs
set_output_delay [expr $clk_period * $clk_io_pct] -clock clk0 [all_outputs]
==> impl_metrics.yaml <==
# yosys + openroad results
outcome:
  status: "completed"
final_timing:
  hold_violations: 0
  finalClockSkew_ns: 0.00493
  untimed_endpoints: 64
  finalSetupTns_ns: 0
  finalCritPeriodShare_pct: 90.5
  layout_setup_ws_ns: 0.238
  period_needed_ns: 2.26
  maxSlewViolCount: 0
  setup_viol: 0
  rsz0062_at_grt: "false"
  maxSlewHeadroom_pct: 67.9
  worstMarginPinSlew_ns: 0.482
  unclocked_pins: 32
  fmax_ghz: 0.442
worst_setup_path:
  slowest_delay_ns: 0.41
  critPathCaptureType: "flip-flop"
  ff2ff_path_depth: 4
  cp_max_fo: 32
  arrival_ns: 2.47
  r2r-start: "wr_en"
  worstSetupStartpointType: "input port"
  crit_slowest_cell: "clkdlybuf4s50_1"
  path_class: "input port to flip-flop"
  reg2reg_to: "reg1[23]"
  ff2ff_setup_slack_ns: 1.08
  worst_ep_required_time_ns: 2.71
  cp_cell_sequence: "clkdlybuf4s50_1 -> nor4_2 -> nand4_2 -> nor4_4 -> buf_12 -> mux2_2"
synth:
  yosysWarnings: 1
  ys.flop_type: "dfrtp_1"
  yosysUniqueCellTypes: 29
  ys_seq_elements: 90
  mux_area_share_pct: 23.2
  syn_area_per_cell_um2: 13.1
  ys_area_um2: 3220
  xor_share_pct: 0
  simple_gate_area_share_pct: 13.8
  async_flop_share_pct: 57.8
  ys_sh_adder_pct: 0
  synth-edff-count: 0
  syn_area_um2: 3220
  ys_sh_aoi_pct: 1.79
  yosys_cells: 246
  synth.logic.top_family: "multiplexers"
  synthCells: 246
clock_tree:
  root_buffer: "clkbuf_8"
  numCtsBuffers: 9
  clock_path_buffers: 2
  cts_hold_buf: 0
  clock.latency.late_pin_ns: 0.33
  htreeDepth: 3
  cts_tree: "yes"
  ctsResizeCount: 0
  cts.clk_slew.worst_paths_ns: 0.06
  post-cts-setup-buffers: 0
route:
  dr.pass1.iters: 3
  vias: 2183
  drc: 0
  wl_mm: 6.62
  antenna_cells: 0
  first_iter_violations: 41
  wl_per_cell_um: 13.2
  viasPerCell: 4.34
  ant_nets: 0
global_route:
  grt_pass1_vias: 2292
  grt_use_total_pct: 13.2
  grt_pass1_wl_mm: 11.2
  antenna_found_initial: 0
  grt_max_degree: 33
  gr-total-overflow: 0
die:
  core_um2: 10400
  dieHeight_um: 106
  fp_util_pct: 31.0
  row_count: 37
  die_x_um: 106
  die_area_um2: 11100
  io_pins: 102
power_and_ir_drop:
  internal-power_mw: 1.49
  power.leakage_nw: 2.08
  finalPower_mw: 1.89
  seq_power_share_pct: 50.0
  switching_share_pct: 21.2
  p_per_area_nw_per_um2: 408
  p_clk_share_pct: 41.0
  p_switching_mw: 0.401
  combPwrFrac_pct: 9.0
  ir_drop_mv: 0.342
cells_and_area:
  nFillCells: 955
  drive_gt1_share_pct: 21.5
  area_growth_pct: 44.1
place:
  portBuffers: 101
  post-dp-hpwl_mm: 4.80
  pre_cts_ws_ns: -0.134
  gp_congestion: 0.768
run:
  cap_violations: 0
  openroad.warnings: 25
worst_hold_path:
  hp-class: "input port to asynchronous set/reset pin"
logic make-up after synthesis:
kind of cell / count (synthesis)
DFF: 58
latches: 32
and+or+nand+nor: 68
buffers and inverters: 10
muxes: 68
AOI/OAI and AO/OA: 10
state kept, by name (all words and copies together) (netlist names):
register / cells
apb_state: 3
prdata: 32
pready: 1
rd_en: 1
reg1: 32
reg2: 4
reg3: 16
wr_en: 1
worst max path at each step:
stage	startpoint	to	slack [ns]	depth (start not counted)
finish	paddr[14]	reg1[23]	0.24	6
global route	paddr[13]	reg1[20]	0.1	6
CTS	paddr[13]	reg1[23]	0.23	6
cells in the final DEF (no fill, tap or decap), types with 2 or more instances in the layout:
master and count:
clkinv_2 2, nor2_1 23, a21oi_1 4, clkbuf_1 2, nand4_2 2, mux2_1 12
nor2b_1 4, nor4_2 5, buf_12 2, clkdlybuf4s50_1 100, o21ai_0 3, clkbuf_8 12
and2_1 16, mux2i_1 16, nor4_4 2, dfrtp_1 52, a21boi_0 2, and3_1 2
nand2_1 3, buf_4 11, dlxtp_1 32, nand2b_1 2, mux2_2 40, nor4_1 3
dfxtp_1 6
worst max-delay path, delay by kind of cell:
family | cells | cell delay, ns
muxes | 1 | 0.36
and+or+nand+nor | 3 | 0.94
buffers and inverters | 2 | 0.67
cell type report:
type | count | area [um2] | area share (%)
Clock buffer | 14 | 173 | 3.73
Clock inverter | 2 | 10.0 | 0.216
Inverter | 1 | 3.75 | 0.0810
Multi-Input combinational cell | 146 | 1250 | 26.9
Sequential cell | 90 | 1900 | 41.0
Tap cell | 136 | 170 | 3.67
Timing Repair Buffer | 114 | 1130 | 24.4
stage by stage:
step           utilization, %  instances  hold slack [ns]  area, um2
2_1_floorplan               -        246            0.204       3220
3_3_place_gp             42.9        487            0.453       4450
3_5_place_dp             42.9        487            0.454       4450
4_1_cts                  44.7        503           0.0873       4630
5_1_grt                  44.7        503           0.0906       4630
6_report                 44.7        503            0.101       4630
synthesized netlist by cell type (2+ instances only):
cell | instances | area [um2]
nand2_1 | 3 | 11.3
nor4_4 | 2 | 42.5
nor2_1 | 23 | 86.3
a21boi_0 | 2 | 15.0
mux2_2 | 40 | 450
dlxtp_1 | 32 | 480
nor4_1 | 3 | 18.8
and3_1 | 2 | 12.5
nor2b_1 | 4 | 25.0
and2_1 | 16 | 100
clkbuf_1 | 5 | 18.8
mux2i_1 | 16 | 160
mux2_1 | 12 | 135
nand2b_1 | 2 | 12.5
a21oi_1 | 4 | 20.0
nor4_2 | 5 | 62.6
o21ai_0 | 3 | 15.0
dfrtp_1 | 52 | 1300
buf_6 | 4 | 45.0
dfxtp_1 | 6 | 120
nand4_2 | 2 | 25.0
power by group through the flow:
stage                 combinational [mW]  sequential, mW  clock [mW]
after CTS                          0.174           0.945       0.814
after global routing               0.185           0.945       0.849
final                              0.170           0.945       0.777
per-layer routing:
metal,up-vias,routed length (um),track usage [%]
met5,-,0,0
met4,0,75,1.29
met1,1032,3190,19.9
li1,1090,-,-
met3,8,365,3.15
met2,53,2990,20.5
Power is estimated from default activity; no workload was simulated.
